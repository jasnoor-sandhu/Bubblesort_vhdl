**flow/run.sh**
```bash
#!/bin/bash
# OpenROAD 26Q1-2900-gdf79404cd8, Yosys 0.63+post, stock flow scripts
make -C /OpenROAD-flow-scripts/flow DESIGN_CONFIG=/design/flow/config.mk WORK_HOME=/design/flow/orfs finish
```
**flow/config.mk**
```make
export PLATFORM = sky130hd
export DESIGN_NAME = bubblesort
export DESIGN_NICKNAME = bubblesort
export VERILOG_FILES = /design/flow/design.v
export SDC_FILE = /design/flow/constraint.sdc
export NUM_CORES = 4
export LEC_CHECK = 1
export CORE_UTILIZATION = 30
export SYNTH_MEMORY_MAX_BITS = 65536
```
**flow/constraint.sdc**
```tcl
current_design bubblesort

set clk_period 217.1
set clk_io_pct 0.2

create_clock -name clk0 -period $clk_period [get_ports {clk}]

set non_clock_inputs [all_inputs -no_clocks]
set_input_delay [expr $clk_period * $clk_io_pct] -clock clk0 $non_clock_inputs
set_output_delay [expr $clk_period * $clk_io_pct] -clock clk0 [all_outputs]
```
**flow/design.v**
```verilog
module ALU (
    input [15:0] op1,
    input [15:0] op2,
    input operation,
    output reg lt,
    output reg [15:0] result
);
always @(*) begin
    if(operation) begin
        result = op1 + op2;
        lt = 1'bz;
    end
    else begin
        result = 16'bz;
        lt = (op1<op2);
    end
end
endmodule
module bubblesort (
    input clk,
    input start,
    output complete,
    output [3:0] state_out
);
    reg [15:0] data_n1;
    reg rst;
    initial begin
        data_n1 = 16'd7;
        rst = 0;    
    end
    wire rd, wr, operation, clr,preset;
    wire m3_sel, m5_sel, m6_sel;
    wire [1:0] m1_sel, m4_sel, m2_sel;
    wire ln, li, lj, lk, la, lb;
    wire [15:0] data_in, data_out, result;
    wire [15:0] address;
    wire [15:0] op1, op2;
    wire lt;
    wire [15:0] m5_out, m6_out;
    wire [15:0] n_out, i_out, j_out, k_out, a_out, b_out;
    reg eoc;
    initial begin
        eoc = 0;
    end
    RAM MEM(clk, data_in ,rd, wr, address[9:0], data_out);
    ALU alu(op1, op2, operation, lt, result);
    CONTROL CU(clk, start,lt,
            rd, wr, operation, clr, preset,
            m3_sel, m5_sel, m6_sel,
            m1_sel, m4_sel, m2_sel,
            ln, li, lj, lk, la, lb,
            state_out
    );
    REG16 n1(clk,rst,1'b1, data_n1, n_out);
    REG16 i(clk,rst,li, m5_out, i_out);
    REG16 j(clk,rst,lj, m6_out, j_out);
    REG16 k(clk,rst,lk, result, k_out);
    REG16 a(clk,rst,la, data_out, a_out);
    REG16 b(clk,rst,lb, data_out, b_out);
    MUX41 m1(i_out, j_out,a_out, 16'b0, m1_sel,op1);
    MUX41 m2(n_out, b_out, 16'd1 , 16'b0, m2_sel, op2);
    MUX21 m3(a_out, b_out, m3_sel, data_in);
    MUX41 m4(i_out, j_out, k_out, 16'b0, m4_sel, address);
    MUX21 m5(16'b0, result, m5_sel, m5_out);
    MUX21 m6(16'b0, result, m6_sel, m6_out);
    always @(*) begin
        if(clr) eoc <= 0;
        else if (preset) eoc<=1;
        else eoc <= eoc;
    end
    assign complete = eoc;
endmodule
module CONTROL(
    input clk,
    input start,
    input lt,
    output reg rd, wr, operation, clr,preset,
    output reg m3_sel, m5_sel, m6_sel,
    output reg [1:0] m1_sel, m4_sel, m2_sel,
    output reg ln, li, lj, lk, la, lb,
    output [3:0] state_out
);
    reg [3:0] state;
    initial begin
        state = 0;
        {rd, wr, operation,clr, preset,m3_sel,m5_sel,m6_sel} = 8'b0;
        m1_sel = 0;
        m4_sel = 0;
        m2_sel = 0;
        {ln,li,lj,lk,la,lb} <= 6'b0;
    end
    always @(*) begin
        case(state)
        0: begin
            {ln,li,lj,lk,la,lb} <= 6'b0;
        end
        1: begin
            clr <= 1;
            m6_sel <= 0;
            lj <= 1;
        end
        2: begin
            clr <=0;
            {ln,li,lj,lk,la,lb} <= 6'b0;
            m1_sel <=1;
            m2_sel <= 0;
            operation <= 0;
        end
        3: begin
            li <= 1;
            m5_sel <= 0;
        end
        4: begin
            {ln,li,lj,lk,la,lb} <= 6'b0;
            m1_sel <= 0;
            m2_sel <= 0;
            operation <= 0;
        end
        5: begin
            la <=1;
            m4_sel <=0;
            rd <= 1;
            m1_sel <= 0;
            m2_sel <= 2;
            operation <= 1;
            lk <= 1;
        end
        6: begin
            la <= 0;
            lk <= 0;
            m4_sel <= 2;
            rd <= 1;
            lb <= 1;
        end
        7: begin
            {ln,li,lj,lk,la,lb} <= 6'b0;
            rd <= 0;
            m1_sel <= 2;
            m2_sel <= 1;
            operation <= 0;
        end
        8: begin
            {ln,li,lj,lk,la,lb} <= 6'b0;
            m4_sel <=0;
            m3_sel <= 1;
            wr <= 1;
        end
        9: begin
            {ln,li,lj,lk,la,lb} <= 6'b0;
            m4_sel <= 2;
            m3_sel <= 0;
            wr <= 1;
        end
        10: begin
            wr <= 0;
            m1_sel <= 0;
            m2_sel <= 2;
            operation <= 1;
            m5_sel <= 1;
            li <= 1;
        end
        11: begin
            li <= 0;
            lj<= 0;
            m1_sel <= 1;
            m2_sel <= 2;
            operation <= 1;
            m6_sel <= 1;
        end
        12: begin
            preset <= 1;
        end
        endcase
    end
    always @(posedge clk) begin
        case(state)
        0: begin
            if(start) state <= 1;
            else state <= state;
        end
        1: begin
            state <= 2;
        end
        2: begin
            if(lt) state <= 3;
            else state <= 12;
        end
        3: begin
            state <= 4;
        end
        4: begin
            if(lt) state <= 5;
            else state <= 11;
        end
        5: begin
            state <= 6;
        end
        6: begin
            state <= 7;
        end
        7: begin
            if (lt) state <= 8;
            else state <= 10;
        end
        8: begin
            state <= 9;
        end
        9: begin
            state <= 10;
        end
        10: begin
            state <= 4;
        end
        11: begin
            state <= 2;
        end
        12: begin
            if(start) state <= state;
            else state <= 0;
        end
        endcase
    end
    assign state_out = state;
endmodule
module RAM(
    input clk,
    input [15:0] data_in,
    input rd,
    input wr,
    input [9:0] address,
    output [15:0] data_out
);
    reg [15:0] ram [0:1023];
    always @(posedge clk) begin
        if(wr)
        ram[address] <= data_in;
    end
    assign data_out = (rd) ? ram[address] : 16'bzzzzzzzzzzzzzzzz;
endmodule
module MUX21(
    input [15:0] i0,
    input [15:0] i1,
    input sel,
    output [15:0] out
);
    assign out = sel? i1:i0;
endmodule
module MUX41 (
    input [15:0] i0,
    input [15:0] i1,
    input [15:0] i2,
    input [15:0] i3,
    input [1:0] sel,
    output reg [15:0] out
);
always@(*)begin
    case(sel)
        0 : out <= i0;
        1 : out <= i1;
        2 : out <= i2;
        3 : out <= i3;
        default : out <= 0;
    endcase
end
endmodule
module REG16(
    input clk,
    input rst,
    input ld,
    input [15:0] data_in,
    output reg [15:0] q
);
initial begin
    q = 0;
end
always @(posedge clk) begin
    if(rst) q <= 0;
    else begin
        if(ld) q <= data_in;
        else q <= q;
    end
end
endmodule
```
==> impl_metrics.ini <==
; generated from flow reports
[synthesis]
ys_ff = 16500
synth.yosys.chip_area_sq_um = 629000
syn_avg_cell_area_sq_um = 19.6
post_synth_num_cell_types = 81
synthesis.area_sq_um = 629000
synth-edff-count = 16500
synthesis.instances = 32100
synth_async_sr_flop_share = 0
yosysWarningCount = 9
synth_top_flop_cell = sky130_fd_sc_hd__edfxtp_1
yosysCellCount = 32100

[pwr]
ir_drop_mv = 0.00835
switchingPower_mw = 2.45
sequential_power_share = 0.455
overall_power_of_the_completed_layout_mw = 8.29
clock_power_share = 0.334
share_of_total_power_consumed_by_net_switching = 0.296
power.static_leakage_nw = 232
internal_power_mw = 5.83
pwr_density_cell_nw_per_um2 = 11.4
share_comb_of_total_power = 0.211

[final_layout]
nFillCells = 189000
area.combinational_sq_um = 128000
finish.utilization = 0.349
final_cell_count_no_fill = 63700
seq_area_sq_um = 495000
area.growth.synth_to_final_pct = 16.0
fraction_of_layout_instances_using_a_drive_strength_above_1 = 0.220

[floorplanning]
floorplan.die.height_um = 1450
initial_core_util = 0.301
placement_rows = 531
floorplan.io_pins = 7
coreArea_sq_um = 2090000
die_area_sq_um = 2100000
die_w_um = 1450

[grt]
globalRouteOverflowTotal = 0
first_global_vias = 360000
track_usage = 0.212
grt_start_max_net_pins = 146
grt_first_pass_wirelength_um = 2870000
grt_antenna_before_repair = 199

[final_timing]
finalSetupTns_ps = 0
unconstrained_endpoints = 90
max_freq_ghz = 0.0217
timing_worst_slew_pin_value_ps = 1490
rsz0062_at_grt = no
timing.final.max_slew_violations = 1
period_utilization = 0.212
number_of_hold_violations_in_the_final_report = 0
count_of_unclocked_register_or_latch_pins = 16
finalCriticalPeriod_ps = 46080
clock-skew-final_ps = 124
max-slew-margin-rel = -0.00426
setup_viol = 0
post-route-worst-setup-slack_ps = 171020

[run]
stage_log_warnings = 105
cap_violations = 1

[clock_tree]
path_clk_slew_ps = 60
cts_hold_buf = 0
cts_setup_buffers = 0
cts-root-to-sink-buffers = 6
clock_latency_ps = 1410
cts_root_buf = sky130_fd_sc_hd__clkbuf_16
htreeDepth = 7
cts_buffers = 1690
post_cts.resized_instances = 0
cts_tree = yes

[critical_path]
worst_setup_path_startpoint = CU.state[1]
endpoint_class_of_the_critical_path = output port
critPathRequiredTime_ps = 173680
cpPeakStageDelay_ps = 730
critical_path.max_fanout = 20
crit_chain = clkdlybuf4s50_1
timing.critical_path.max_delay_family = flip-flops
arrival_ps = 2660
critPathKind = reg2out
worst_path_max_delay_cell = sky130_fd_sc_hd__edfxtp_1
path_buffers = 1
element_type_at_the_critical_path_start = flip-flop
rr_startpoint = i.q[0]

[drt]
drt.antenna.violating_nets = 0
via_count = 337000
routed_via_density = 5.28
drt-wirelength-per-cell_um = 33.2
drt-total-wl_um = 2120000
drt_drc_violations_left = 0
first_iter_violations = 24700
drtPass1Iterations = 9

[min_path]
timing.hold.worst.class = reg2reg
holdCritStartpoint = j.q[0]

[place]
io_buffers = 6
dp.cells = 60400
dp_hpwl_um = 1280000
pre_cts_ws_ps = 172140
place_congestion = 0.942

[outcome]
result_of_the_run = finished, violations left
violations = capacitance limit, slew limit
==> path summary, 6_finish.rpt <==
kind | endpoint | slack [ps] | cells after the start
setup / recovery | state_out[1] | 171020 | 1
hold / removal | k.q[0] | 890 | 3
setup reg to reg | a.q[9] | 207150 | 16
hold reg to reg | k.q[0] | 890 | 3
==> registers in the layout, summed over array words and instances (netlist names), 2 cells and up <==
| name | flops |
|---|---|
| CU.m1_sel | 2 |
| b.q | 16 |
| j.q | 16 |
| CU.state | 4 |
| k.q | 10 |
| a.q | 16 |
| MEM.ram | 16384 |
| i.q | 16 |
| CU.m2_sel | 2 |
==> final cells by class <==
type                            count  share of cell area
Antenna cell                      381             0.00131
Clock buffer                     2057              0.0605
Clock inverter                    923              0.0106
Inverter                           36            0.000185
Multi-Input combinational cell  13600               0.176
Sequential cell                 16500               0.678
Tap cell                        27700              0.0475
Timing Repair Buffer             2489              0.0266
==> through the flow <==
stage          hold WS, ps  instance area, sq um
2_1_floorplan          728                629000
3_3_place_gp           878                677000
3_5_place_dp           871                677000
4_1_cts                887                729000
5_1_grt                937                730000
6_report               893                730000
==> power groups by stage <==
stage         combinational (mW)  sequential [mW]  clock, mW
CTS                         1.71             3.77       2.79
global route                1.81             3.77       2.91
finish                      1.75             3.77       2.77
==> cells by family (layout without fill, tap and decap cells) <==
group,after synthesis,count (layout),synth area share
AND-OR/OR-AND,3946,3946,0.0403
XOR/XNOR,14,14,0.000195
adder cells (fa/ha/maj),32,32,0.000648
buffers and inverters,2008,5505,0.0162
flip-flops,16500,16500,0.785
latches,16,16,0.000382
multiplexers,5357,5357,0.127
other,1,383,0.00000596
AND/OR/NAND/NOR,4280,4280,0.0298
==> synth_stat cells (6+ instances only) <==
| cell type | number | area, sq um |
|---|---|---|
| sky130_fd_sc_hd__buf_1 | 162 | 608 |
| sky130_fd_sc_hd__clkbuf_1 | 827 | 3100 |
| sky130_fd_sc_hd__o211ai_1 | 33 | 248 |
| sky130_fd_sc_hd__a2111oi_0 | 69 | 604 |
| sky130_fd_sc_hd__nand2_1 | 2032 | 7630 |
| sky130_fd_sc_hd__nand4_1 | 179 | 1120 |
| sky130_fd_sc_hd__a22oi_1 | 583 | 4380 |
| sky130_fd_sc_hd__a41oi_1 | 16 | 140 |
| sky130_fd_sc_hd__buf_4 | 180 | 1350 |
| sky130_fd_sc_hd__a22o_1 | 155 | 1360 |
| sky130_fd_sc_hd__a31oi_1 | 111 | 694 |
| sky130_fd_sc_hd__nand2b_1 | 11 | 68.8 |
| sky130_fd_sc_hd__and2_1 | 33 | 206 |
| sky130_fd_sc_hd__o21ai_0 | 85 | 425 |
| sky130_fd_sc_hd__nor4_1 | 510 | 3190 |
| sky130_fd_sc_hd__a21oi_1 | 1011 | 5060 |
| sky130_fd_sc_hd__a221oi_1 | 112 | 981 |
| sky130_fd_sc_hd__o221ai_1 | 7 | 61.3 |
| sky130_fd_sc_hd__or4_1 | 66 | 495 |
| sky130_fd_sc_hd__buf_2 | 650 | 3250 |
| sky130_fd_sc_hd__nand3_1 | 169 | 846 |
| sky130_fd_sc_hd__and3_1 | 16 | 100 |
| sky130_fd_sc_hd__inv_1 | 36 | 135 |
| sky130_fd_sc_hd__o41ai_1 | 6 | 52.6 |
| sky130_fd_sc_hd__mux2i_1 | 3234 | 32400 |
| sky130_fd_sc_hd__o22ai_1 | 1575 | 9850 |
| sky130_fd_sc_hd__ha_1 | 31 | 388 |
| sky130_fd_sc_hd__o2111ai_1 | 42 | 368 |
| sky130_fd_sc_hd__a211oi_1 | 22 | 165 |
| sky130_fd_sc_hd__edfxtp_1 | 16500 | 494000 |
| sky130_fd_sc_hd__o31ai_1 | 11 | 82.6 |
| sky130_fd_sc_hd__a311oi_1 | 9 | 78.8 |
| sky130_fd_sc_hd__a21o_1 | 23 | 173 |
| sky130_fd_sc_hd__dlxtn_1 | 16 | 240 |
| sky130_fd_sc_hd__nor3_1 | 110 | 551 |
| sky130_fd_sc_hd__nor2b_1 | 18 | 113 |
| sky130_fd_sc_hd__nor2_1 | 1099 | 4130 |
| sky130_fd_sc_hd__o21ai_1 | 13 | 65.1 |
| sky130_fd_sc_hd__or2_2 | 9 | 56.3 |
| sky130_fd_sc_hd__o311ai_0 | 6 | 52.6 |
| sky130_fd_sc_hd__xnor2_1 | 9 | 78.8 |
| sky130_fd_sc_hd__buf_6 | 153 | 1720 |
| sky130_fd_sc_hd__mux4_2 | 2100 | 47300 |
| sky130_fd_sc_hd__mux2_2 | 21 | 236 |
==> layer usage <==
layer / wire length (um) / track usage / up-vias
met1: 539000 / 0.174 / 165000
met5: 15300 / 0.0654 / -
met3: 500000 / 0.229 / 5433
li1: - / - / 137000
met2: 918000 / 0.293 / 29500
met4: 143000 / 0.115 / 318
==> cell usage in the layout, fill, tap and decap left out, drive strengths merged, types with 128 or more instances in the layout <==
cell    count
edfxtp  16500
mux2i    3234
buf      2483
mux4     2100
clkbuf   2057
nand2    2032
o22ai    1575
nor2     1099
a21oi    1011
clkinv    729
a22oi     583
nor4      510
diode     381
nand4     179
nand3     169
a22o      155
bufinv    128
Power and IR drop assume default switching activity.
